## flow/run.sh

```bash
#!/bin/bash
# OpenROAD 26Q1-2900-gdf79404cd8, Yosys 0.63+post, stock flow scripts
make -C /OpenROAD-flow-scripts/flow DESIGN_CONFIG=/design/flow/config.mk WORK_HOME=/design/flow/orfs finish
```

## flow/config.mk

```make
export PLATFORM = sky130hd
export DESIGN_NAME = CP0
export DESIGN_NICKNAME = CP0
export VERILOG_FILES = /design/flow/design.v
export SDC_FILE = /design/flow/constraint.sdc
export NUM_CORES = 4
export LEC_CHECK = 1
export CORE_UTILIZATION = 50
```

## flow/constraint.sdc

```tcl
current_design CP0

set clk_period 8.1
set clk_io_pct 0.2

create_clock -name clk0 -period $clk_period [get_ports {clk}]

set non_clock_inputs [all_inputs -no_clocks]
set_input_delay [expr $clk_period * $clk_io_pct] -clock clk0 $non_clock_inputs
set_output_delay [expr $clk_period * $clk_io_pct] -clock clk0 [all_outputs]
```

## flow/design.v

```verilog
`timescale 1ns / 1ps
module CP0(
    input reset,
    input clk,
    input [2:0] sel,
    input [4:0] rd,
    input EDR,
    input PCError,
    input [3:0] MEMWr2,
    input extra,
    input BS,
    input [31:0] ins,
    input [31:0] PCAddr,
    input [31:0] load_storeAddr,
    input not_exist,
    input ERET,
    input CP0Wr,
    input [31:0] BusB,
    input branch_case,
    input jumpfalse,
    input [31:0] jump,
    input branch_error,
    output reg [31:0] CP0_out
    );
    reg [31:0] register[31:0];
    always@(posedge clk)
    begin
        if(!reset)
        begin
            register[0]=0; register[1]=0; register[2]=0; register[3]=0; register[4]=0; 
            register[5]=0; register[6]=0; register[7]=0; register[8]=0; register[9]=0;
            register[10]=0; register[11]=0; register[12]=0; register[13]=0; register[14]=0;
            register[15]=0; register[16]=0; register[17]=0; register[18]=0; register[19]=0;
            register[20]=0; register[21]=0; register[22]=0; register[23]=0; register[24]=0;
            register[25]=0; register[26]=0; register[27]=0; register[28]=0; register[29]=0;
            register[30]=0; register[31]=0;
            register[12][22]=1;
        end
        else if(PCError==1)
        begin
            register[13][6:2]=5'h04;
            register[8]=PCAddr-8;
            register[14]=PCAddr-8;
            register[12][1]=1;
                if(branch_case==1)
                begin
                    register[14]=PCAddr-12;
                    register[13][31]=1;
                end
        end
        else if(branch_error==1)
        begin
            register[13][6:2]=5'h00;
            register[14]=PCAddr-4;
            register[12][1]=1;
                if(branch_case==1)
                begin
                    register[14]=PCAddr-12;
                    register[13][31]=1;
                end
        end
        else if(EDR==1)
        begin
            if(MEMWr2==0)
            begin
                register[13][6:2]=5'h04;
                register[8]=load_storeAddr;
                register[14]=PCAddr-4;
                register[12][1]=1;
                if(branch_case==1)
                begin
                    register[14]=PCAddr-8;
                    register[13][31]=1;
                end
            end
            else
            begin
                register[13][6:2]=5'h05;
                register[8]=load_storeAddr;
                register[14]=PCAddr-4;
                register[12][1]=1;           
                if(branch_case==1)
                begin
                    register[14]=PCAddr-8;
                    register[13][31]=1;
                end
            end 
        end
        else if(extra==1)
        begin
            register[13][6:2]=5'h0c;
            register[14]=PCAddr-4;
            register[12][1]=1;
            if(branch_case==1)
            begin
                register[14]=PCAddr-8;
                register[13][31]=1;
            end
        end
        else if(BS==1)
        begin
            if(ins[5:0]==6'b001101)
            begin
                register[13][6:2]=5'h09;
                register[14]=PCAddr-4;
                register[12][1]=1;
                if(branch_case==1)
                begin
                    register[14]=PCAddr-8;
                    register[13][31]=1;
                end
            end
            else if(ins[5:0]==6'b001100)
            begin
                register[13][6:2]=5'h08;
                register[14]=PCAddr-4;
                register[12][1]=1;
                if(branch_case==1)
                begin
                    register[14]=PCAddr-8;
                    register[13][31]=1;
                end
            end
        end           
        else if(not_exist==0)
        begin
            register[13][6:2]=5'h0a;
            register[14]=PCAddr-4;
            register[12][1]=1;
            if(branch_case==1)
            begin
                register[14]=PCAddr-8;
                register[13][31]=1;
            end
        end
        else if(jumpfalse==1)
        begin
            register[13][6:2]=5'h04;
            register[14]=jump;
            register[12][1]=1;
            register[8]=jump;
            if(branch_case==1)
            begin
                register[14]=jump;
                register[13][31]=1;
            end
        end
        else if(ERET==1)
        begin
            register[12][1]=0;
        end
        else if(CP0Wr==1)
        register[rd]=BusB;
    end
    always @(*)
    begin
        if(ERET==1)
        begin
            CP0_out=register[14];
        end
        else
            CP0_out=register[rd];
    end
endmodule
```

==> impl_metrics.ini <==
; synthesis and place-and-route metrics
[synthesis]
syn_inst = 3682
xor_xnor_share_of_the_synthesized_area = 0.00990
yosys_cells = 3682
ys_dominant_reg_cell = edfxtp_1
synth.top_cells.by_count = nor2_1 (1054), edfxtp_1 (1023), mux4_2 (320), nand2_1 (210), clkbuf_1 (187)
synth.cell_area_mm2 = 0.0496
post_synthesis_cell_type_with_the_largest_instance_count = nor2_1
postSynthRegisterBits = 1024
post_synth_main_area_contributors = edfxtp_1 (62%), mux4_2 (15%), nor2_1 (8.0%)
netlist.top_cell.by_area = edfxtp_1
synth_compound_gate_area_share = 0.0539
ys_sh_simple = 0.122
netlist.area_leader.share = 0.620
largest_combinational_cell_category_by_area = multiplexers
post_synth_tally_of_flip_flops_with_integrated_enable = 1023
synth-area-yosys_mm2 = 0.0496
avgSynthCellArea_um2 = 13.5
ys_async_sr_fraction = 0
yosys-mux-area-fraction = 0.156
ys_seq_frac = 0.620
adder_share = 0.00126
ys_types = 102
yosysWarnings = 1

[route]
detailedRoute.firstPassIterationCount = 7
routed-wl-met3_um = 27600
routed_metal_1_wirelength_um = 58200
met2WireLength_um = 77300
dr.max_layer_used = met5
iteration_0_drc_markers = 2683
ant_nets = 0
detail_route.drc_violations = 0
vias_per_cell = 6.41
routed_via_count = 32900
antennaDiodeCount = 0
routedWlPerCell_um = 33.1
drt-total-wl_um = 170000

[final_timing]
fin_worst_skew_ps = 0
timing.fmax_mhz = 157
setup_viol = 0
timing.final.crit_period_ps = 6370
pin_slew_with_the_least_headroom_to_its_limit_ps = 998
timing_hold_violations_final = 0
fin_worst_setup_slack_ps = 1730
grt_setup_unrepaired = no
relSlewSlack = 0.332
slew_violations = 0
layout_worst_path_cycle_share = 0.787
fin_setup_tns_ps = 0

[global_route]
groute.usage.overall = 0.383
wire_length_of_the_first_global_routing_pass_um = 243000
antenna_found_initial = 3
grt_max_degree = 69
grt.overflow.total = 0
grt_pass1_vias = 35100

[clock_tree]
cts_repair_resize_count = 0
clk_pin_slew_ps = 60
cts_hold_buffers = 0
clock_path_buffers = 3
tritoncts_num_sinks = 1024
tritoncts = built
post-cts-setup-buffers = 0
clock_tree.htree_level_count = 3
clock_insertion_delay_worst_skew_ps = 700
root_buffer = clkbuf_16
total_clock_buffers_created_by_cts = 103

[floorplan]
die-width_um = 317
io_pins = 216
floorplan.core_area_mm2 = 0.0983
rows = 115
initial_utilization = 0.504
dieHeight_um = 317
die_area_mm2 = 0.100

[run]
maxCapViolCount = 0
tool_warnings = 58

[layout]
fill_count = 7465
largest_register_ffs = 1024
layout-drive-gt1-share = 0.190
layout.area.comb_mm2 = 0.0173
flow.area_growth_from_synthesis_pct = 13.2
seq_area_mm2 = 0.0307

[setup_path]
cp_max_fo = 59
crit_path_frequent_cell = mux4_2
r2r.worst_path.cells = 2
timing.critical_path.max_delay_family = buffers and inverters
timing.rr.end = register[13][31]$_DFF_P_
setup.worst_path.start_class = input pin
critPathCaptureType = primary output
worst_ep_arrival_time_ps = 4750
critical_path.max_stage_delay_ps = 580
reg2reg_setup_slack_ps = 6720
startpoint_of_the_lowest_slack_register_to_register_path = register[13][31]$_DFF_P_
critPathRequiredTime_ps = 6480
crit_path_top_delay_cell = mux4_2
crit_chain = buf_8 > buf_12 > mux4_2 > mux4_2 > mux2i_1 > o21ai_0 > clkdlybuf4s50_1
critPathKind = in -> out
path_buffers = 3

[status]
run_status = finished clean

[place]
post-place-ws_ps = 1670
port_buffers = 186
gp_routability_congestion = 0.996
dp_hpwl_um = 111000

[hold_path]
hold_end = register[13][31]$_DFF_P_
hold_removal_path_class = reg -> reg
hold_path_startpoint = register[13][31]$_DFF_P_
whs_path_depth = 2

[power]
design_power_total_w = 0.0121
static-leakage-power_nw = 19.3
vdd.ir_drop.worst_mv = 0.192
power_density_mw_per_mm2 = 215
==> logic make-up after synthesis <==
logic type	after synthesis
AND-OR/OR-AND	405
AND/OR/NAND/NOR	1441
buffers and inverters	380
multiplexers	371
XOR/XNOR	56
adder cells (fa/ha/maj)	5
flip-flops	1024
==> final cells by class <==
class,instances,area share
Tap cell,1287,0.0287
Timing Repair Buffer,339,0.0553
Clock buffer,135,0.0485
Clock inverter,51,0.00953
Inverter,14,0.000937
Sequential cell,1024,0.548
Multi-Input combinational cell,2278,0.309
==> routing by layer <==
metal	vias up	global-route usage
met5	-	0.0256
met4	9	0.114
met3	312	0.251
met2	2467	0.533
met1	16200	0.526
li1	13900	-
==> stage by stage <==
step / cell area (um2) / cells / hold WS, ps / utilization
after floorplan: 49600 / 3682 / 520 / -
after global placement: 52800 / 4942 / 732 / 0.538
after detailed placement: 52800 / 4942 / 736 / 0.538
after CTS: 56100 / 5128 / 756 / 0.571
after global routing: 56100 / 5128 / 763 / 0.571
final: 56100 / 5128 / 737 / 0.571
==> cells in the final DEF, fill, tap and decap left out, types with 13 or more instances in the layout <==
master	n
buf_4	147
clkinv_1	23
edfxtp_1	1023
o21ai_0	102
o221ai_1	16
clkbuf_16	103
a21oi_1	65
clkdlybuf4s50_1	179
mux4_2	320
a21oi_2	13
a21o_1	14
inv_1	13
clkbuf_1	30
o211ai_1	28
nand2_1	181
nand2_2	31
clkinv_2	13
xor2_1	24
nor3_1	18
mux2i_1	39
o22ai_1	13
nor2_1	1053
nand3_1	26
a31oi_1	24
a22oi_1	28
xnor2_1	32
nand4_1	23
==> worst register-to-register path, delay by kind of cell, from the launching register on <==
kind	cells	cell delay [ps]
mux	1	160
compound gates	1	730
flops	1	340
==> power by group <==
part / total (W) / leakage [nW] / internal [W] / switching (W)
logic: 0.00129 / 7.91 / 0.000522 / 0.000765
clock network: 0.00459 / 1.57 / 0.00259 / 0.00200
registers: 0.00619 / 9.80 / 0.00611 / 0.0000850
total: 0.0121 / 19.3 / 0.00922 / 0.00285
==> worst max path at each step <==
stage	slack, ps	cells after the start	from	end
finish	1730	7	rd[0]	CP0_out[31]
global route	1450	7	rd[0]	CP0_out[31]
CTS	1660	7	rd[0]	CP0_out[31]
No activity file was given, so power comes from the tool's default toggle rates.

==> flow/design.v <==
`timescale 1ns / 1ps
module EXE(
    input clk,
    input reset,
    input [31:0] iPC2,
    input [31:0] iBusA,
    input [31:0] iBusB,
    input [4:0] isa,
    input [31:0] iimm,
    input [4:0] irt,
    input [4:0] ird,
    input [27:0] iinstr,
    input iALUSrc,
    input [5:0] iALUop,
    input iMENWr1,
    input [3:0] iMENWr2,
    input [1:0] iPCMEMRegCP0,
    input iPCSc1,
    input iRegWr,
    input iscon,
    input iJ,
    input iJcol,
    input iBS,
    input iERET,
    input iMFC0,
    input iCP0Wr,
    input [1:0] iRegdst,
    input [31:0] iinstruction,
    input iPCError2,
    input iNOT_EXIST,
    output [31:0] oPC2,
    output [31:0] oBusA,
    output [31:0] oBusB,
    output [31:0] osa,
    output [31:0] oimm,
    output [4:0] ort,
    output [4:0] ord,
    output [27:0] oinstr,
    output oALUSrc,
    output [5:0] oALUop,
    output oMENWr1,
    output [3:0] oMENWr2,
    output [1:0] oPCMEMRegCP0,
    output oPCSc1,
    output oRegWr,
    output oscon,
    output oJ,
    output oJcol,
    output oBS,
    output oERET,
    output oMFC0,
    output [1:0] oRegdst,
    output [31:0] oinstruction,
    output oPCError2,
    output [2:0] sel,
    output oNOT_EXIST
    );
    reg [31:0] PC2;
    reg [31:0] BusA;
    reg [31:0] BusB;
    reg [4:0] sa;
    reg [31:0] imm;
    reg [4:0] rt;
    reg [4:0] rd;
    reg [27:0] instr;
    reg ALUSrc;
    reg [5:0] ALUop;
    reg MENWr1;
    reg [3:0] MENWr2;
    reg [1:0] PCMEMRegCP0;
    reg PCSc1;
    reg RegWr;
    reg scon;
    reg J;
    reg Jcol;
    reg BS;
    reg ERET;
    reg MFC0;
    reg [1:0] Regdst;
    reg [31:0] instruction;
    reg PCError2;
    reg NOT_EXIST;
    assign oPC2=PC2;
    assign oBusA=BusA;
    assign oBusB=BusB;
    assign osa={27'b0,sa};
    assign oimm=imm;
    assign ort=rt;
    assign ord=rd;
    assign oinstr=instr;
    assign oALUSrc=ALUSrc;
    assign oALUop=ALUop;
    assign oMENWr1=MENWr1;
    assign oMENWr2=MENWr2;
    assign oPCMEMRegCP0=PCMEMRegCP0;
    assign oPCSc1=PCSc1;
    assign oRegWr=RegWr;
    assign oscon=scon;
    assign oJ=J;
    assign oJcol=Jcol;
    assign oBS=BS;
    assign oERET=ERET;
    assign oMFC0=MFC0;
    assign oRegdst=Regdst;
    assign oinstruction=instruction;
    assign oPCError2=PCError2;
    assign sel=instruction[2:0];
    assign oNOT_EXIST=NOT_EXIST;
always@(posedge clk)
begin
    if(!reset)
    begin
        PC2=0;
        BusA=0;
        BusB=0;
        sa=0;
        imm=0;
        rt=0;
        rd=0;
        instr=0;
        ALUSrc=0;
        ALUop=0;
        MENWr1=0;
        MENWr2=0;
        PCMEMRegCP0=0;
        PCSc1=0;
        RegWr=0;
        scon=0;
        J=0;
        Jcol=0;
        BS=0;
        ERET=0;
        MFC0=0;
        Regdst=0;
        instruction=0;
        PCError2=0;
        NOT_EXIST=1;
    end
    PC2<=iPC2;
    BusA<=iBusA;
    BusB<=iBusB;
    sa<=isa;
    imm<=iimm;
    rt<=irt;
    rd<=ird;
    instr<=iinstr;
    ALUSrc<=iALUSrc;
    ALUop<=iALUop;
    MENWr1<=iMENWr1;
    MENWr2<=iMENWr2;
    PCMEMRegCP0<=iPCMEMRegCP0;
    PCSc1<=iPCSc1;
    RegWr<=iRegWr;
    scon<=iscon;
    J<=iJ;
    Jcol<=iJcol;
    BS<=iBS;
    ERET<=iERET;
    MFC0<=iMFC0;
    Regdst<=iRegdst;
    instruction<=iinstruction;
    PCError2<=iPCError2;
    NOT_EXIST=iNOT_EXIST;
end
endmodule
==> flow/run.sh <==
#!/bin/bash
# OpenROAD 26Q1-2900-gdf79404cd8, Yosys 0.63+post, stock flow scripts
make -C /OpenROAD-flow-scripts/flow DESIGN_CONFIG=/design/flow/config.mk WORK_HOME=/design/flow/orfs finish
==> flow/config.mk <==
export PLATFORM = sky130hd
export DESIGN_NAME = EXE
export DESIGN_NICKNAME = EXE
export VERILOG_FILES = /design/flow/design.v
export SDC_FILE = /design/flow/constraint.sdc
export NUM_CORES = 4
export LEC_CHECK = 1
export CORE_AREA = 10 10 195 195
export DIE_AREA = 0 0 205 205
==> flow/constraint.sdc <==
current_design EXE

set clk_period 1.0
set clk_io_pct 0.2

create_clock -name clk0 -period $clk_period [get_ports {clk}]

set non_clock_inputs [all_inputs -no_clocks]
set_input_delay [expr $clk_period * $clk_io_pct] -clock clk0 $non_clock_inputs
set_output_delay [expr $clk_period * $clk_io_pct] -clock clk0 [all_outputs]
==> results_slide.txt <==
Implementation Results

Synthesis
  • Library cell occupying the most area in the post-synthesis netlist: sky130_fd_sc_hd__dfxtp_1
  • Yosys aoi share: 0
  • Syn_area_per_cell: 18.51 um^2
  • Area fraction in full adders, half adders and majority gates: 0
  • Total standard cell area after synthesis: 4813 um^2
  • Xor/xnor share: 0
  • Post-synth mux share: 0
  • Yosys stat area: 4813 um^2
  • Number of cells produced by synthesis: 260
  • Sequential element share of the synthesized area: 0.9524
  • Number of register bits inferred by synthesis: 229
  • Largest type area fraction: 0.9524
  • YS warnings: 1
  • Dominant kind of combinational cell: buffers and inverters
  • Number of unique standard cell types used by synthesis: 3
  • Basic-gate share of the synthesized area counting and, or, nand and nor cells: 0
  • Yosys cell count: between 200 and 300
  • Leading cell types by total area after synthesis: sky130_fd_sc_hd__dfxtp_1 95%, sky130_fd_sc_hd__buf_4 4.7%, sky130_fd_sc_hd__conb_1 0.078%

Place
  • Place WS: -0.1749 ns
  • Dpl cell area: about 10000 um^2
  • Gpl congestion: 0.8137
  • Detailed placement HPWL: around 18,000 um
  • Port-buffer cells: between 400 and 500

Clock network
  • Worst-case clock buffer depth: 3
  • Number of H-tree branching levels: 1
  • Clock tree from TritonCTS: done
  • Clock slew at reported path FFs: approximately 0.06 ns
  • Root Buffer Master: sky130_fd_sc_hd__clkbuf_16
  • Num CTS Buffers: 26
  • TritonCTS sink count: approximately 230

Floorplan
  • FP Util: 0.1432
  • Die height: about 210 um
  • I/O pin count: 491
  • Std-Cell Core Area: between 30,000 and 40,000 um^2
  • Horizontal extent of the die: 205 um
  • Die Outline Area: 42,030 um^2
  • Number of core rows: between 60 and 70

Detailed routing
  • Count of routing violations after the opening detailed-route iteration: ~110
  • Number of search-and-repair iterations in the first detailed-routing pass: 3
  • Final routed wirelength across all metal layers: about 21,000 um
  • Remaining antenna violation count: 0
  • Mean number of vias per cell: about 3
  • Routed wire per std cell: between 15 and 20 um
  • Total via count in the routed design: 3,651
  • # DRC: 0

Pwr
  • Static leakage: 4.270 nW
  • Worst VDD drop: 1376 uV
  • Total power density per cell area: approximately 2100 nW/um^2

Cells and area
  • Area growth, synth to finish: 101.5%
  • Final Cell Area: between 9000 and 10,000 um^2
  • Most frequent logic cells in the routed design: 229 x sky130_fd_sc_hd__clkdlybuf4s50_1, 220 x sky130_fd_sc_hd__buf_2, 183 x sky130_fd_sc_hd__dfxtp_1
  • Ratio of cells with drive above 1 in the final layout: 0.4151
  • Most numerous logic cell after layout: sky130_fd_sc_hd__clkdlybuf4s50_1

Timing
  • Worst hold slack: 0.1009 ns
  • Worst setup slack after layout: -0.2755 ns
  • Hold violation count in the final report: 0
  • Final critical delay including setup and external delays: 1.276 ns
  • Setup repair after global routing missed its margin: yes
  • Timing-limited maximum frequency: around 0.78 GHz
  • Final tally of setup violations: 232
  • Final Max Slew Viols: 0
  • Ratio of final minimum period to clock period: 1.276

Worst hold path
  • Type of the most critical hold path: in2reg

Job
  • Max capacitance violation total: 0
  • Stage-log warning count: 29

Global routing
  • Total grt overflow: 0
  • Pin count of the biggest net entering global routing: 13
  • Via count of the first global-routing pass: slightly above 4,000
  • First-pass GRT wire length: 28,840 um
  • Antenna violations before repair: 3
  • Overall fraction of global-route tracks in use: 0.09530

Critical path
  • Crit end category: output pin
  • Crit path DRT: ~0.8 ns
  • Maximum net fanout on the critical path: 2
  • Type of element launching the critical path: flip-flop
  • Data arrival, critical path: 1.08 ns
  • Classification of the worst setup path: reg2out

Outcome
  • Outcome: finished, violations left
  • Failing checks: negative setup slack
[repair_timing]
item | in CTS | in global routing
buffers inserted | 2 | 0
gates resized | 808 | 20
setup endpoints to repair | 232 | 232
hold buffers | 0 | 0
gates cloned | 0 | 0
[critical path, cell delays in order, from the launching register on]
cell and delay, ns:
sky130_fd_sc_hd__dfxtp_4 0.34, sky130_fd_sc_hd__buf_6 0.12, sky130_fd_sc_hd__buf_6 0.10
[layer usage]
metal  up-vias  wire [um]  GRT usage
li1       1726          -          -
met1      1601       7057    0.09931
met2       291      10520     0.1580
met3        31       3347    0.06013
met4         2        480    0.02363
met5         -         12          0
[kinds of logic after synthesis]
kind of cell / Yosys count
DFF: 229
buffers and inverters: 30
other: 1
[power by group]
group          switching (mW)  total (mW)  internal, mW  leakage, nW
registers               0.114        9.75          9.63         1.93
clock network            3.69        9.19          5.51        0.403
logic                   0.296        1.41          1.11         1.93
[registers in the layout, indices dropped and copies added (netlist names), 2 cells and up]
name,flops
Regdst,2
MENWr2,4
instr,28
instruction,32
sa,5
ALUop,6
BusA,32
BusB,32
PCMEMRegCP0,2
PC2,32
rd,5
imm,32
rt,5
[path summary, 6_finish.rpt]
check | startpoint | end | slack [ns] | depth (start not counted)
worst min-delay path | ird[2] | rd[2] | 0.10 | 1
worst max-delay path | instruction[0] | sel[0] | -0.28 | 2
[cells in the mapped netlist (all sizes together)]
master,instances
conb,1
buf,30
dfxtp,229
[area by class of cell]
cell class / instances / area, um^2
clock buffers: 40 / 764.5
well taps: 448 / 560.5
multi-input cells: 27 / 101.3
diodes: 2 / 5.005
flip-flops and latches: 229 / 4647
fillers: 3472 / 23920
clock inverters: 7 / 68.82
repair buffers: 463 / 3551
[through the flow]
step,utilization,power [mW],setup TNS (ns),cells
2_1_floorplan,-,9.884,0,286
3_3_place_gp,0.2933,11.82,-0.6229,1165
3_5_place_dp,0.2933,11.82,-0.6713,1165
4_1_cts,0.2867,20.77,-40.54,1214
5_1_grt,0.2884,21.27,-43.55,1215
6_report,0.2885,20.35,-30.76,1216
Power and IR drop assume default switching activity.

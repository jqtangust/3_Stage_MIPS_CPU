--- design.v ---
`timescale 1ns / 1ps
module Decode(
    input [31:0] ins,
    input [31:0] address,
    output reg ALUSrc,
    output reg [5:0] ALUOp,
    output reg MEMWr1,
    output reg [3:0] MEMWr2,
    output reg [1:0] PCMEMReg,
    output reg PCSc1,
    output reg RegWr,
    output reg Scon,
    output reg J,
    output reg Jcol,
    output reg BS,
    output reg ERET,
    output reg MFC0,
    output reg [1:0] RegDst,
    output reg NOT_EXIST
    );
    always@(*)
    begin
            ALUSrc=0;
            ALUOp=0;
            MEMWr1=0;
            MEMWr2=0;
            PCMEMReg=2'b00;
            PCSc1=0;
            RegWr=0;
            Scon=0;
            J=0;
            Jcol=0;
            BS=0;
            ERET=0;
            MFC0=0;
            RegDst=0;
            NOT_EXIST=1;
        if(ins[31:26]==6'b000000)
        begin
             if(ins[5:0]==6'b100000) 
            begin
                PCMEMReg=2'b10;
                RegWr=1;
                RegDst=2'b01;
                ALUOp=6'b000001;
            end
            else if(ins[5:0]==6'b100001) 
            begin
                PCMEMReg=2'b10;
                RegWr=1;
                RegDst=2'b01;
                ALUOp=6'b000010;
            end
            else if(ins[5:0]==6'b100010) 
            begin
                PCMEMReg=2'b10;
                RegWr=1;
                RegDst=2'b01;
                ALUOp=6'b000011;
            end
            else if(ins[5:0]==6'b100011) 
            begin
                PCMEMReg=2'b10;
                RegWr=1;
                RegDst=2'b01;
                ALUOp=6'b000100;
            end
            else if(ins[5:0]==6'b101010) 
            begin
                PCMEMReg=2'b10;
                RegWr=1;
                RegDst=2'b01;
                ALUOp=6'b001000;
            end
            else if(ins[5:0]==6'b101011) 
            begin
                PCMEMReg=2'b10;
                RegWr=1;
                RegDst=2'b01;
                ALUOp=6'b001001;
            end
            else if(ins[5:0]==6'b011010) 
            begin
                ALUOp=6'b001100;
            end
            else if(ins[5:0]==6'b011011) 
            begin
                ALUOp=6'b001101;
            end
            else if(ins[5:0]==6'b011000) 
            begin
                ALUOp=6'b001110;
            end
            else if(ins[5:0]==6'b011001) 
            begin
                ALUOp=6'b001111; 
            end
            else if(ins[5:0]==6'b100100) 
            begin
                PCMEMReg=10;
                RegWr=1;
                RegDst=2'b01;
                ALUOp=6'b010000;
            end
            else if(ins[5:0]==6'b100111) 
            begin
                PCMEMReg=10;
                RegWr=1;
                RegDst=2'b01;
                ALUOp=6'b010011;
            end
            else if(ins[5:0]==6'b100101) 
            begin
                PCMEMReg=2'b10;
                RegWr=1;
                RegDst=2'b01;
                ALUOp=6'b010100;
            end
            else if(ins[5:0]==6'b100110) 
            begin
                PCMEMReg=2'b10;
                RegWr=1;
                RegDst=2'b01;
                ALUOp=6'b010110;
            end
            else if(ins[5:0]==6'b000100) 
            begin
                ALUSrc=0;
                Scon=0;
                PCMEMReg=10;
                RegWr=1; 
                RegDst=2'b01;
                ALUOp=6'b011001;
            end
            else if(ins[5:0]==6'b000000) 
            begin
                ALUSrc=0;
                Scon=1;
                PCMEMReg=2'b10;
                RegWr=(ins == 0) ? 0 : 1;
                RegDst=2'b01;
                ALUOp=6'b011000;
            end
            else if(ins[5:0]==6'b000111) 
            begin
                ALUSrc=0;
                Scon=0;
                PCMEMReg=2'b10;
                RegWr=1;
                RegDst=2'b01;
                ALUOp=6'b011011;
            end
            else if(ins[5:0]==6'b000011) 
            begin
                ALUSrc=0;
                Scon=1;
                PCMEMReg=2'b10;
                RegWr=1;
                RegDst=2'b01;
                ALUOp=6'b011010;
            end
            else if(ins[5:0]==6'b000110) 
            begin
                ALUSrc=0;
                Scon=0;
                PCMEMReg=2'b10;
                RegWr=1;
                RegDst=2'b01;
                ALUOp=6'b011101;
            end
            else if(ins[5:0]==6'b000010) 
            begin
                ALUSrc=0;
                Scon=1;
                PCMEMReg=2'b10;
                RegWr=1;
                RegDst=2'b01;
                ALUOp=6'b011100;
            end
            else if(ins[5:0]==6'b010000) 
            begin
                ALUOp=6'b110010;
                RegWr=1;
                PCMEMReg=2'b10;
                RegDst=2'b01;
            end
            else if(ins[5:0]==6'b010010) 
            begin
                ALUOp=6'b110011;
                RegWr=1;
                PCMEMReg=2'b10;
                RegDst=2'b01;
            end
            else if(ins[5:0]==6'b010001) 
            begin
                ALUOp=6'b110000;
            end
            else if(ins[5:0]==6'b010011) 
            begin
                ALUOp=6'b110001;
            end
            else if(ins[31:26]==6'b000000 && ins[5:0]==6'b001101) 
            begin
                BS=1;
            end 
            else if(ins[31:26]==6'b000000 && ins[5:0]==6'b001100) 
            begin
                BS=1;
            end
            else if(ins[31:26]==6'b000000 && ins[5:0]==6'b001000) 
            begin
                Jcol=1;
                J=1;
            end
            else if(ins[31:26]==6'b000000 && ins[5:0]==6'b001001) 
            begin
                Jcol=1;
                J=1;
                RegWr=1;
                RegDst=2'b10;
                PCMEMReg=2'b01;
            end
        end
        else if(ins[31:26]==6'b001000) 
        begin
                ALUSrc=1;
                Scon=0;
                PCMEMReg=2'b10;
                RegWr=1;
                RegDst=2'b00;
                ALUOp=6'b000101;
        end
        else if(ins[31:26]==6'b001001) 
        begin
                ALUSrc=1;
                Scon=0;
                PCMEMReg=2'b10;
                RegWr=1;
                RegDst=2'b00;
                ALUOp=6'b000111;
        end
        else if(ins[31:26]==6'b001010) 
        begin
                ALUSrc=1;
                Scon=0;
                PCMEMReg=10;
                RegWr=1;
                RegDst=2'b00;
                ALUOp=6'b001010;
        end
        else if(ins[31:26]==6'b001011) 
        begin
                ALUSrc=1;
                Scon=0;
                PCMEMReg=10;
                RegWr=1;
                RegDst=2'b00;
                ALUOp=6'b001011;
        end
        else if(ins[31:26]==6'b001100) 
        begin
                ALUSrc=1;
                Scon=0;
                PCMEMReg=10;
                RegWr=1;
                RegDst=2'b00;
                ALUOp=6'b010001;
        end
        else if(ins[31:26]==6'b001111) 
        begin
                ALUSrc=1;
                Scon=0;
                PCMEMReg=10;
                RegWr=1;
                RegDst=2'b00;
                ALUOp=6'b010010;
        end
        else if(ins[31:26]==6'b001101) 
                begin
                ALUSrc=1;
                Scon=0;
                PCMEMReg=10;
                RegWr=1;
                RegDst=2'b00;
                ALUOp=6'b010101;
        end
        else if(ins[31:26]==6'b001110) 
        begin
                ALUSrc=1;
                Scon=0;
                PCMEMReg=10;
                RegWr=1;
                RegDst=2'b00;
                ALUOp=6'b010111;
        end
        else if(ins[31:26]==6'b100000) 
        begin
                ALUSrc=1;
                Scon=0;
                PCMEMReg=2'b00;
                RegWr=1;
                RegDst=2'b00;
                ALUOp=6'b101000;
                MEMWr1<=1;
                MEMWr2<=4'b0000;
        end
        else if(ins[31:26]==6'b100100) 
        begin
                ALUSrc=1;
                Scon=0;
                PCMEMReg=2'b00;
                RegWr=1;
                RegDst=2'b00;
                ALUOp=6'b101001;
                MEMWr1<=1;
                MEMWr2<=4'b0000;
        end
        else if(ins[31:26]==6'b100001) 
        begin
                ALUSrc=1;
                Scon=0;
                PCMEMReg=2'b00;
                RegWr=1;
                RegDst=2'b00;
                ALUOp=6'b111000;
                MEMWr1<=1;
                MEMWr2<=4'b0000;
        end
        else if(ins[31:26]==6'b100101) 
        begin
                ALUSrc=1;
                Scon=0;
                PCMEMReg=2'b00;
                RegWr=1;
                RegDst=2'b00;
                ALUOp=6'b111001;
                MEMWr1<=1;
                MEMWr2<=4'b0000;
        end
        else if(ins[31:26]==6'b100011) 
        begin
                ALUSrc=1;
                Scon=0;
                PCMEMReg=2'b00;
                RegWr=1;
                RegDst=2'b00;
                ALUOp=6'b111010;
                MEMWr1<=1;
                MEMWr2<=4'b0000;
        end
        else if(ins[31:26]==6'b101000) 
        begin
                ALUSrc=1;
                Scon=0;
                PCMEMReg=2'b00;
                RegWr=0;
                RegDst=2'b00;
                ALUOp=6'b101010;
                MEMWr1<=1;
                case(address[1:0])
                2'b00:MEMWr2=4'b0001;
                2'b01:MEMWr2=4'b0010;
                2'b10:MEMWr2=4'b0100;
                2'b11:MEMWr2=4'b1000;
                default:MEMWr2=4'b0001;
                endcase
        end
        else if(ins[31:26]==6'b101001) 
        begin
                ALUSrc=1;
                Scon=0;
                PCMEMReg=2'b00;
                RegWr=0;
                RegDst=2'b00;
                ALUOp=6'b111011;
                MEMWr1<=1;
                case(address[1:0])
                2'b00:MEMWr2=4'b0011;
                2'b10:MEMWr2=4'b1100;
                default:MEMWr2=4'b0011;
                endcase
        end
        else if(ins[31:26]==6'b101011) 
        begin
                ALUSrc=1;
                Scon=0;
                PCMEMReg=2'b00;
                RegWr=0;
                RegDst=2'b00;
                ALUOp=6'b111100;
                MEMWr1=1;
                MEMWr2=4'b11111;
        end
        else if(ins[31:26]==6'b000100) 
        begin
            ALUSrc=0;
            Scon=0;
            ALUOp=6'b100000;
            PCSc1=1;
        end
        else if(ins[31:26]==6'b000101) 
        begin
            ALUOp=6'b100001;
            PCSc1=1;
        end
        else if(ins[31:26]==6'b000111) 
        begin
            ALUOp=6'b100011;
            PCSc1=1;
        end
        else if(ins[31:26]==6'b000110) 
        begin
            ALUOp=6'b100100;
            PCSc1=1;
        end
        else if(ins[31:26]==6'b000001)
        begin
            if(ins[20:16]==5'b00001) 
            begin
                ALUOp=6'b100010;
                PCSc1=1;
            end
            else if(ins[20:16]==5'b00000) 
            begin
                ALUOp=6'b100101;
                PCSc1=1;
            end
            else if(ins[20:16]==5'b10001) 
            begin
                ALUOp=6'b100111;
                RegWr=1;
                RegDst=2'b10;
                PCMEMReg=2'b01;
                PCSc1=1;
            end
            else if(ins[20:16]==5'b10000) 
            begin
                ALUOp=6'b100110;
                RegWr=1;
                RegDst=2'b10;
                PCMEMReg=2'b01;
                PCSc1=1;
            end
        end
        else if(ins[31:26]==6'b000010) 
        begin
            J=1;
        end
        else if(ins[31:26]==6'b000011) 
        begin
            J=1;
            RegWr=1;
            RegDst=2'b10;
            PCMEMReg=2'b01;
        end
        else if(ins[31:26]==6'b010000)
        begin
            if(ins[25:21]==5'b10000) 
            begin
                ERET=1;
            end
            else if(ins[25:21]==5'b00000) 
            begin
                PCMEMReg=2'b11;
                RegDst=2'b00;
                RegWr=1;
            end
            else if(ins[25:21]==5'b00100) 
            begin
                MFC0=1;
            end
        end
        else begin
            ALUSrc=0;
            ALUOp=0;
            MEMWr1=0;
            MEMWr2=0;
            PCMEMReg=2'b00;
            PCSc1=0;
            RegWr=0;
            Scon=0;
            J=0;
            Jcol=0;
            BS=0;
            ERET=0;
            MFC0=0;
            RegDst=0;
            NOT_EXIST=0;
        end
    end
endmodule
--- config.mk ---
export PLATFORM = sky130hd
export DESIGN_NAME = Decode
export DESIGN_NICKNAME = Decode
export VERILOG_FILES = /design/flow/design.v
export SDC_FILE = /design/flow/constraint.sdc
export NUM_CORES = 4
export LEC_CHECK = 1
export CORE_AREA = 10 10 105 105
export DIE_AREA = 0 0 115 115
--- constraint.sdc ---
current_design Decode

set clk_period 4.0
set clk_io_pct 0.2

create_clock -name clk0 -period $clk_period

set non_clock_inputs [all_inputs -no_clocks]
set_input_delay [expr $clk_period * $clk_io_pct] -clock clk0 $non_clock_inputs
set_output_delay [expr $clk_period * $clk_io_pct] -clock clk0 [all_outputs]
--- run.sh ---
#!/bin/bash
# OpenROAD 26Q1-2900-gdf79404cd8, Yosys 0.63+post, stock flow scripts
make -C /OpenROAD-flow-scripts/flow DESIGN_CONFIG=/design/flow/config.mk WORK_HOME=/design/flow/orfs finish
==> out/highlights.md <==
### Worst setup path
- sum of buffers and inverters on the critical path: 2
- cell type of the slowest stage on the worst timing path: sky130_fd_sc_hd__clkdlybuf4s50_1
- stage delay of the slowest cell on the critical path: 0.62 ns
- CP arrival: 3.03 ns
- Crit path max-delay family: buffers and inverters
- Critical Path RT: 3.20 ns
- critical-path cell list: clkdlybuf4s50_1 > or4_1 > a21oi_1 > nor2_1 > a22oi_1 > clkdlybuf4s50_1
- class of the most critical setup path: input port to primary output
- endpoint type of the worst setup path: primary output
- crit path launch type: input port
- CP most frequent cell: sky130_fd_sc_hd__clkdlybuf4s50_1
- maximum fanout encountered on the critical timing path: 12

### Final layout
- count of filler cells inserted in the layout: 973
- layout clock buffer count: 0
- storage element area: 0 µm²
- final sequential cell count: 0
- multi-input gate area in the final layout: 995 µm²
- proportion of layout cells with a drive suffix above 1: 0.123
- area overhead of the layout relative to synthesis: 68.9%

### Placement
- Detailed Place HPWL: 4190 µm
- final weighted congestion in routability-driven placement: 0.881
- count of buffers inserted at the top-level ports: 59
- Worst Setup Slack post-DPL: 0.177 ns

### Global route
- overall routing resource usage: 0.0713
- first-pass GRT wire length: 7890 µm
- vias in the first global route: 1539
- maximum number of pins on one net before global-route repair: 19
- gr ovfl total: 0
- number of antenna violations at the first check in global routing: 0

### Timing
- RSZ-0062 raised after global routing: no
- total setup violations reported at the end of the flow: 0
- Hold Fails Final Rpt: 0
- relative slew slack: 0.696
- setup ws final: 0.167 ns
- max-slew violation count: 0
- Final Hold Slack: 2.55 ns
- upper clock frequency limit: 261 MHz
- total negative slack for setup checks: 0 ns
- post-layout period usage of the worst path: 0.958
- clock period minus worst slack: 3.83 ns
- Worst Tran Pin Value: 0.452 ns

### Detailed routing
- remaining design rule violation count: 0
- DRC marker count from the first detailed-route iteration: 72
- Routed wire per std cell: 14.2 µm
- total via count after detailed routing: 1590
- diode insertion count for antenna repair: 0
- remaining number of nets flagged by the antenna check after routing: 0
- Post-Route WL: 4970 µm
- count of TritonRoute iterations in the first routing pass: 4
- vias per std cell: 4.53

### Floorplanning
- Chip Footprint: 0.0132 mm²
- horizontal die dimension: 115 µm
- Core Util at FP: 0.126
- Placeable Area: 0.00876 mm²
- Site Rows: 34
- num ports: 89
- die span in y: 115 µm

### Logic synthesis
- Yosys Instances: 184
- Cells after Synth: 184
- most area-consuming cells after synthesis: sky130_fd_sc_hd__nor2_1, sky130_fd_sc_hd__o21ai_0, sky130_fd_sc_hd__a21oi_1
- Syn Area/Cell: 6.02 µm²
- number of distinct standard cells referenced by the synthesized netlist: 56
- area of the mapped netlist: 0.00111 mm²
- Synth Seq Share: 0
- cell type contributing the most total cell area after synthesis: sky130_fd_sc_hd__nor2_1
- Ys Warns: 2
- area of the synthesized netlist per yosys stat: 0.00111 mm²
- share of the synthesized area in the top cell type: 0.0847

### Run status
- run status: complete, no violations

### Job
- count of tool warnings: 62
- number of violations of the max-capacitance limit: 0

### Power
- peak ir drop on the vdd network: 0.0381 mV
- leakage power: 0.635 nW
- power density relative to cell area: 82.7 mW/mm²

### Clock network
- Hold Buf Count CTS: 0
- quantity of gates resized following cts: 0
- post-CTS setup buffers: 0

### Min path
- worst hold path type: input port to primary output

final timing paths:
| kind | cells past startpoint | start | end |
|---|---|---|---|
| worst min-delay path | 3 | ins[23] | ERET |
| worst max-delay path | 6 | ins[1] | RegWr |
where the power goes:
part	internal (mW)	switching, mW
registers	0	0
clock network	0	0
logic	0.0825	0.0722
total	0.0825	0.0722
Yosys cell counts, types with 2 or more instances:
cell type / number
sky130_fd_sc_hd__xnor2_1: 2
sky130_fd_sc_hd__nand3_1: 7
sky130_fd_sc_hd__buf_4: 2
sky130_fd_sc_hd__nand4_1: 4
sky130_fd_sc_hd__o21ai_0: 16
sky130_fd_sc_hd__o221ai_1: 4
sky130_fd_sc_hd__nand2_1: 14
sky130_fd_sc_hd__nor2_1: 25
sky130_fd_sc_hd__nor4_1: 6
sky130_fd_sc_hd__inv_1: 5
sky130_fd_sc_hd__nor4_4: 2
sky130_fd_sc_hd__nor3_1: 5
sky130_fd_sc_hd__o2bb2ai_1: 2
sky130_fd_sc_hd__nand2b_1: 3
sky130_fd_sc_hd__o21ai_1: 2
sky130_fd_sc_hd__mux2i_1: 2
sky130_fd_sc_hd__o22ai_1: 2
sky130_fd_sc_hd__buf_2: 9
sky130_fd_sc_hd__nor3b_1: 2
sky130_fd_sc_hd__nor2b_1: 10
sky130_fd_sc_hd__a22oi_1: 2
sky130_fd_sc_hd__clkbuf_1: 5
sky130_fd_sc_hd__a32oi_1: 3
sky130_fd_sc_hd__a21oi_1: 14
sky130_fd_sc_hd__o211ai_1: 5
through the flow:
stage	instance area (µm²)	instances	util	power, mW
floorplan	1110	184	-	0.0734
global placement	1870	351	0.213	0.154
detailed placement	1870	351	0.213	0.154
CTS	1870	351	0.213	0.155
global route	1870	351	0.213	0.170
finish	1870	351	0.213	0.155
logic make-up after synthesis:
family	count (synthesis)	share of synthesized area
buffers and inverters	23	0.102
AND-OR/OR-AND	62	0.368
multiplexers	2	0.0181
XOR/XNOR	3	0.0237
AND/OR/NAND/NOR	94	0.488
layout by cell type, fill, tap and decap left out, drive strengths merged, types with 4 or more instances in the layout:
master         count
clkdlybuf4s50     59
nor2              26
o21ai             18
buf               17
nand2             15
a21oi             14
nor2b             10
nand3              8
nor4               8
inv                6
nor3               6
o211ai             5
nand4              4
o221ai             4
per-layer routing:
metal | global-route usage | wire, µm
met1 | 0.0969 | 2230
met2 | 0.119 | 2420
met3 | 0.0121 | 275
met4 | 0.00660 | 43
met5 | 0 | 0
cell type report:
class                      count  area share
timing repair buffer          76       0.384
multi-input combinational    161       0.532
tap                          108      0.0722
inverter                       6      0.0120
worst min-delay path, stage by stage:
cell and delay, ns:
sky130_fd_sc_hd__clkdlybuf4s50_1 0.50, sky130_fd_sc_hd__nor3b_1 0.06, sky130_fd_sc_hd__clkdlybuf4s50_1 0.40
Power and IR drop assume default switching activity.
